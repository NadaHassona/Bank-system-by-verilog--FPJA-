**flow/config.mk**
```make
export PLATFORM = sky130hd
export DESIGN_NAME = counterup
export DESIGN_NICKNAME = counterup
export VERILOG_FILES = /design/flow/design.v
export SDC_FILE = /design/flow/constraint.sdc
export NUM_CORES = 4
export LEC_CHECK = 1
export CORE_AREA = 10 10 70 70
export DIE_AREA = 0 0 80 80
```
**flow/constraint.sdc**
```tcl
current_design counterup

set clk_period 2.1
set clk_io_pct 0.2

create_clock -name clk0 -period $clk_period [get_ports {switch}]

set non_clock_inputs [all_inputs -no_clocks]
set_input_delay [expr $clk_period * $clk_io_pct] -clock clk0 $non_clock_inputs
set_output_delay [expr $clk_period * $clk_io_pct] -clock clk0 [all_outputs]
```
**flow/design.v**
```verilog
module counterup (switch,reset, Count);
  input switch,reset;
  output [7:0] Count;
  reg [7:0] Count;
  assign count = 0;
  always @(posedge(switch) or posedge (reset))
  begin
    if (reset==1)
      Count <= 0;
	else
		begin
			Count <= Count+1;
		end
	end
endmodule
```
**flow/run.sh**
```bash
#!/bin/bash
# OpenROAD 26Q1-2900-gdf79404cd8, Yosys 0.63+post, stock flow scripts
make -C /OpenROAD-flow-scripts/flow DESIGN_CONFIG=/design/flow/config.mk WORK_HOME=/design/flow/orfs finish
```
==> flow_summary.ini <==
; physical design summary
[timing]
slew_headroom = 0.7928
final_hold_viol_count = 0
finalMaxSlewViolations = 0
skew_ns = 0.0004221
tightest_slew_ns = 0.3104
finalClockPeriodUsage = 0.7762
rsz0062_at_grt = no
period_minus_slack_ns = 1.630
clock.fmax_mhz = 613.5
tns_ns = 0
setup_viol = 0

[critical_path]
critical_path.max_fanout = 5
crit_arrival_ns = 1.21
rr_endpoint = Count[7]
cp-end-kind = output port
critPathMaxStageDelay_ns = 0.51
critPathBufInv = 1
rr_worst_depth = 3
r2r_slack_ns = 1.05
path_cells = clkdlybuf4s50_1
worstPathRequired_ns = 1.68
critPathLaunchType = flop
r2r-start = Count[2]
path_class = flop to output port
cpLargestDelayFamily = buffers and inverters
crit_slowest_cell = clkdlybuf4s50_1

[power]
power_density_nw_per_um2 = 552.0
ir_drop_v = 0.0002223
p_leak_nw = 0.2021

[grt]
grt.overflow.total = 0
grt_pass1_wl_um = 1055
grt_pass1_vias = 214
antenna_found_initial = 0
track_usage = 0.02259
grt_start_max_net_pins = 9

[routing]
wl_per_cell_um = 8.349
num_vias = 221
initialDrtViolationCount = 0
num_antenna_cells = 0
wl_met1_um = 376
via_per_inst = 2.663
top_layer = met3
dr_wl_met3_um = 102
drtAntennaViolNets = 0
drc_errors = 0
wirelength_um = 693
wl_met2_um = 214
dr.pass1.iters = 1

[floorplanning]
die_y_um = 80
fp.dieArea_um2 = 6400
rows = 21
ioPinCount = 10
initial_utilization = 0.09377
core-area_um2 = 3416
die_width_um = 80

[layout]
stdcell_count = 83
reg_top3 = Count (8)
drive_above_1_share = 0.1351
syn_to_final_growth_pct = 53.12
largest_reg_flops = 8
top_register = Count
fillers = 398

[cts]
cts_buffers = 3
clkSinkCount = 8
root_buffer = clkbuf_4
clk_latency_ns = 0.25
cts_tree = built
cts_resized = 0
clockBufferDepth = 2
post-cts-setup-buffers = 0
htreeDepth = 1
postCtsHoldBufs = 0
clk_pin_slew_ns = 0.05

[placed_design]
place_congestion = 0.6356
place_inst = 80
port_buffers = 9

[job]
warnings = 25
maxCapViolCount = 0

[synth]
ys_seq_elements = 8
avgSynthCellArea_um2 = 12.81
netlist_instances = 25
ys_cells = 25
synth_cell_types = 11
syn_area_um2 = 320.3
ys_chip_area_um2 = 320.3
ys.warnings.count = 2
ys_seq_share = 0.6250

[run_status]
outcome = finished clean

[min_path]
hold_path_class = input port to asynchronous set/reset pin
## cell type report
class,count,area (um^2),area share
Sequential cell,8,200.2,0.4082
Multi-Input combinational cell,15,112.6,0.2296
Clock buffer,3,22.52,0.04592
Inverter,2,7.507,0.01531
Timing Repair Buffer,9,90.09,0.1837
Tap cell,46,57.56,0.1173
## report_power, final
group / leakage (nW) / internal [W] / switching, W / total (W)
registers: 0.102 / 0.000155 / 0 / 0.000155
logic: 0.0863 / 0.00000173 / 0.00000308 / 0.00000481
clock network: 0.0138 / 0.0000650 / 0.0000465 / 0.000111
total: 0.202 / 0.000221 / 0.0000495 / 0.000271
## cells in the final DEF (no fill, tap or decap)
cell             netlist  routed
clkdlybuf4s50_1        0       9
dfrtp_1                8       8
xor2_1                 3       3
xnor2_1                3       3
clkbuf_4               0       3
nand2_1                2       2
nand3_1                2       2
inv_1                  2       2
nand3_2                1       1
nor3_2                 1       1
and3_1                 1       1
nor2_1                 1       1
ha_1                   1       1
## worst reg2reg max path, cell delays in order (launching register included)
cell and delay (ns):
dfrtp_1 0.45, nand3_2 0.15, nor3_2 0.22, xor2_1 0.16
## layer usage
layer	track usage	up-vias
met1	0.03041	101
li1	-	108
met4	0	0
met5	0	-
met2	0.02408	12
met3	0.02500	0
## cell families (layout without fill, tap and decap cells)
logic type | count (synthesis) | count (layout) | share of synthesized area
DFF | 8 | 8 | 0.6250
buffers and inverters | 2 | 14 | 0.02345
xor gates and xnor gates | 6 | 6 | 0.1641
and+or+nand+nor | 8 | 8 | 0.1485
adders and majority gates | 1 | 1 | 0.03906
## synth_stat cells
| library cell | number | area, um^2 |
|---|---|---|
| and3_1 | 1 | 6.260 |
| dfrtp_1 | 8 | 200.2 |
| ha_1 | 1 | 12.51 |
| inv_1 | 2 | 7.510 |
| nand2_1 | 2 | 7.510 |
| nand3_1 | 2 | 10.01 |
| nand3_2 | 1 | 10.01 |
| nor2_1 | 1 | 3.750 |
| nor3_2 | 1 | 10.01 |
| xnor2_1 | 3 | 26.28 |
| xor2_1 | 3 | 26.28 |
## through the flow
step / utilization / hold slack [ns] / setup slack (ns) / area (um^2) / total power [W]
3_3_place_gp: 0.1370 / 0.4575 / 0.7413 / 467.9 / 0.0001620
2_1_floorplan: - / 0.2357 / 1.194 / 320.3 / 0.0001594
6_report: 0.1436 / 0.4145 / 0.4700 / 490.5 / 0.0002708
3_5_place_dp: 0.1370 / 0.4657 / 0.7452 / 467.9 / 0.0001621
5_1_grt: 0.1436 / 0.4187 / 0.3955 / 490.5 / 0.0002915
4_1_cts: 0.1436 / 0.4204 / 0.4596 / 490.5 / 0.0002774
## worst max path at each step
stage         depth (start not counted)  slack [ns]     start       end
global route                          1        0.40  Count[2]  Count[2]
finish                                1        0.47  Count[2]  Count[2]
CTS                                   1        0.46  Count[2]  Count[2]
Power is estimated from default activity; no workload was simulated.
