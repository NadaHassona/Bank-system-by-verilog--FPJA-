`flow/run.sh`:
```
#!/bin/bash
# OpenROAD 26Q1-2900-gdf79404cd8, Yosys 0.63+post, stock flow scripts
make -C /OpenROAD-flow-scripts/flow DESIGN_CONFIG=/design/flow/config.mk WORK_HOME=/design/flow/orfs finish
```
`flow/config.mk`:
```
export PLATFORM = sky130hd
export DESIGN_NAME = sevensegment
export DESIGN_NICKNAME = sevensegment
export VERILOG_FILES = /design/flow/design.v
export SDC_FILE = /design/flow/constraint.sdc
export NUM_CORES = 4
export LEC_CHECK = 1
export CORE_AREA = 10 10 70 70
export DIE_AREA = 0 0 80 80
```
`flow/constraint.sdc`:
```
current_design sevensegment

set clk_period 1.1
set clk_io_pct 0.2

create_clock -name clk0 -period $clk_period

set non_clock_inputs [all_inputs -no_clocks]
set_input_delay [expr $clk_period * $clk_io_pct] -clock clk0 $non_clock_inputs
set_output_delay [expr $clk_period * $clk_io_pct] -clock clk0 [all_outputs]
```
`flow/design.v`:
```
module sevensegment(input [7:0]data , output reg [6:0]display);
initial 
begin
display = 0;
end 
always @(*)
begin
case(data)
4'b0000 : display = 7'b1111110;  
4'b0001 : display = 7'b0110000;  
4'b0010 : display = 7'b1101101;  
4'b0011 : display = 7'b1111001;  
4'b0100 : display = 7'b0110011;  
4'b0101 : display = 7'b1011011;  
4'b0110 : display = 7'b1011111;  
4'b0111 : display = 7'b1110000;  
4'b1000 : display = 7'b1111111;  
4'b1001 : display = 7'b1111011;  
default : display = 0; 
endcase
end
endmodule
```
==> qor.csv <==
stage,metric,value,unit
placement,RD Place Congestion,0.731,
setup_path,Setup crit end kind,output pin,
die,io pins,15,
setup_path,Worst EP required,0.88,ns
route,Pre-antenna DRT Iters,2,
final_layout,FF/Latch Area,0,µm²
synth,"Cell Area, Synth",249,µm²
synth,Max-area cell share,0.251,
setup_path,Most Frequent Cell on Critical Path,buf_6,
route,DRC Markers,0,
power,Combinational Power Share,1.000,
final_layout,area occupied by multi-input gates,315,µm²
final_layout,layout cell share with drive strength beyond 1,0.731,
power,maximum vdd drop,0.0410,mV
setup_path,crit path kind,in -> out,
synth,leading area contributor after synthesis,ha_1,
setup_path,worst setup path startpoint,data[4],
route,DR WL/cell,9.58,µm
hold_path,worst hold path type,in -> out,
power,Net Sw Power,76.3,µW
placement,DP HPWL,692,µm
final_layout,Syn-to-layout area delta,173,%
outcome,failing checks,negative setup slack,
setup_path,buffers and inverters on the worst path,5,
run,Tool Warnings,38,
sta,Peak Freq,757,MHz
power,leakage,0.307,nW
die,Die ar.,6400,µm²
setup_path,Worst path slowest cell,nor4_4,
setup_path,max incr delay on CP,0.24,ns
synth,distinct cell type count after synthesis,13,
global_route,first-pass GRT wire length,1770,µm
route,n_diodes,0,
final_layout,clk_buf instances,0,
run,max_cap viols,0,
setup_path,Worst Path Max Fanout,3,
global_route,vias in the first global route,375,
die,Core Area,3420,µm²
power,Internal,108,µW
placement,I/O Buffers,15,
synth,number of cells in Yosys stat,34,
hold_path,min-delay src,data[3],
synth,Avg Synthesized Cell Area,7.32,µm²
final_layout,fillers,358,
setup_path,"CP delay by family, top",buffers and inverters,
synth,Mapped Cells,34,
sta,Hold Fails Final Rpt,0,
die,Die Wd,80,µm
synth,"Chip Area, Yosys",249,µm²
route,number of DRC markers in iteration 0,11,
sta,Max-slew headroom,0.880,
global_route,initial antenna violation count,0,
power,clock power share,0,
sta,"Slew Viols, Final",0,
global_route,total gr overflow,0,
route,via count,348,
final_layout,FF+latch count,0,
synth,Cell area leaders,"ha_1 (25%), o21a_1 (15%), nand2b_2 (11%), nor4_4 (8.5%), inv_1 (7.5%)",
sta,Fin Setup TNS,-1.25,ns
sta,final critical-path required period,1.32,ns
global_route,largest net degree at the start of global routing,9,
sta,Tcrit/Tclk final,1.20,
power,sw frac,0.414,
synth,Synth warnings,1,
sta,setup violators final,7,
die,Initial Util,0.0729,
global_route,Tot GR Track Use,0.0323,
synth,register area share after synthesis,0,
sta,WHS,0.884,ns
route,Vias/cell,3.08,
outcome,run status,"complete, but fails checks",
synth,commonest cells in the netlist,"ha_1 (5), inv_1 (5), o21a_1 (5)",
route,Routed WL,1080,µm
setup_path,Worst Path Arrival,1.10,ns
power,Power Density,271,nW/µm²
power,Reg power frac,0,
sta,Setup WS post-layout,-0.222,ns
route,Detail Route Antenna Nets,0,
die,row count,21,
sta,unrepaired setup endpoints after global routing,yes,
die,Die Span Y,80,µm
sta,Worst-Margin Slew,0.179,ns
setup_path,crit-path cells,buf_6 > nor4_4 > buf_4 > buf_6 > buf_6 > and2_4 > buf_6,
setup_path,crit path launch type,input pin,
-- placed cells by master, fill, tap and decap left out --
| master | count |
|---|---|
| o22ai_1 | 2 |
| buf_4 | 13 |
| and2_4 | 2 |
| inv_4 | 2 |
| a21oi_4 | 1 |
| inv_1 | 3 |
| ha_4 | 4 |
| buf_2 | 7 |
| clkdlybuf4s15_2 | 1 |
| nor2_1 | 3 |
| nor4_4 | 1 |
| buf_8 | 1 |
| nand2b_4 | 2 |
| buf_6 | 11 |
| or2_4 | 1 |
| nor2_4 | 1 |
| ha_1 | 1 |
| a21oi_1 | 3 |
| o21a_1 | 5 |
| nand2b_2 | 2 |
| nor2b_1 | 1 |
-- power groups by stage --
stage	registers, mW	logic [mW]	clock network (mW)
CTS	0	0.170	0
global route	0	0.200	0
finish	0	0.184	0
-- metal layers --
metal	GRT usage	up-vias	wire [µm]
met2	0.0602	7	562
li1	-	182	-
met5	0	-	0
met4	0	0	0
met3	0.00682	0	86
met1	0.0389	159	433
-- final cells by class --
cell class                 instances  share of cell area
multi-input combinational         29               0.464
inverter                           5              0.0350
tap                               46              0.0847
timing repair buffer              33               0.416
-- through the flow --
stage | worst slack (ns) | cells | util | area, µm² | power (mW)
floorplan | 0.0175 | 34 | - | 249 | 0.0439
CTS | -0.235 | 113 | 0.189 | 647 | 0.170
finish | -0.222 | 113 | 0.199 | 679 | 0.184
global placement | -1.03 | 103 | 0.151 | 517 | 0.123
detailed placement | -1.05 | 103 | 0.151 | 517 | 0.123
global route | -0.267 | 113 | 0.199 | 679 | 0.200
-- cell families after synthesis --
kind of cell	share of synthesized area
AOI/OAI and AO/OA	0.296
buffers and inverters	0.0754
adders and majority gates	0.251
and+or+nand+nor	0.377
-- tightest hold or removal path, stage by stage --
cell	delay (ns)
buf_4	0.14
o22ai_1	0.07
and2_4	0.13
buf_6	0.10
-- path summary, 6_finish.rpt --
| path | slack (ns) | cells past startpoint | to |
|---|---|---|---|
| worst max-delay path | -0.22 | 7 | display[4] |
| worst min-delay path | 0.88 | 4 | display[2] |
-- timing repair --
action | in CTS | in global routing
gates cloned | 0 | 0
setup endpoints to repair | 7 | 7
pin swaps | 13 | 6
buffers inserted | 10 | 0
gates resized | 81 | 7
hold buffers | 0 | 0
Power and IR drop assume default switching activity.
