==> design/flow/design.v <==
module upordowncounter (  
  input switch,
  input reset,
  input UporDown,
  output reg [2:0] Count);
 always @(posedge(switch) or posedge (reset))
 begin
    if (reset==1) 
	begin
	Count <= 0;
	end
    else
      if(UporDown ==1)
		begin
			if (Count > 7)
			begin
				Count <= 7;
			end
			else
			begin 
				Count <= Count+1;
			end
		end	
		else
		begin
			if(Count < 0)
			  begin
				Count <= 0;
			  end
			  else
			  begin
			   Count <= Count-1;
			  end
		end	  
end
endmodule
==> design/flow/run.sh <==
#!/bin/bash
# OpenROAD 26Q1-2900-gdf79404cd8, Yosys 0.63+post, stock flow scripts
make -C /OpenROAD-flow-scripts/flow DESIGN_CONFIG=/design/flow/config.mk WORK_HOME=/design/flow/orfs finish
==> design/flow/config.mk <==
export PLATFORM = sky130hd
export DESIGN_NAME = upordowncounter
export DESIGN_NICKNAME = upordowncounter
export VERILOG_FILES = /design/flow/design.v
export SDC_FILE = /design/flow/constraint.sdc
export NUM_CORES = 4
export LEC_CHECK = 1
export CORE_AREA = 10 10 70 70
export DIE_AREA = 0 0 80 80
==> design/flow/constraint.sdc <==
current_design upordowncounter

set clk_period 1.2
set clk_io_pct 0.2

create_clock -name clk0 -period $clk_period [get_ports {switch}]

set non_clock_inputs [all_inputs -no_clocks]
set_input_delay [expr $clk_period * $clk_io_pct] -clock clk0 $non_clock_inputs
set_output_delay [expr $clk_period * $clk_io_pct] -clock clk0 [all_outputs]
==> commit_impl_results.txt <==
Add synthesis and place-and-route results

- Data on the critical path is required at its endpoint by 1340 ps.
* Buffer depth of the longest clock path: 2
* Worst hold margin: 187 ps
- The routed design has 480 um of wire.
- Of the total synthesized cell area, the portion taken by AND, OR, NAND and NOR gates is 13.8%.
- Register area share after synthesis: 43.5%
- Type of destination of the critical path: flop
* Prevailing logic family in the synthesized netlist: adder cells
- The via count of the first global-routing pass is 189.
- The flow ran to the end, but the final reports show violations.
- Top-level I/O count: 6
* Number of vias per cell: 2.07
- Yosys synthesis warning count: 1
- Static leakage power: 0.000157 uW
- Mean routed wirelength per cell: 6.32 um
- For this design, the CTS-stage hold fixing added 0 buffers.
* Utilization after layout: 10.4%
- Final weighted congestion of routability-driven global placement: 0.673
- Overall power consumption after layout is estimated at 811 uW.
- The total area inside the core boundary comes to 0.00342 mm^2.
- Final antenna-violating net count: 0
- The global routing report lists combined usage of all routing layers as 1.55%.
- Setup slack on the worst reg-to-reg path comes out at -0.4 ps.
- Crit-path cells: ha_2 > ha_4 > nor2b_4 > nand4_1 > o211ai_1
* WP buf/inv: 0
- Part of the power in registers: 24.3%
- Entering global routing, the biggest net connects 4 pins.
- Counting every instance in the synthesized netlist gives 17.
- Number of warnings the tools reported: 28
- Actual slew at the worst max-slew pin: 167 ps
* Worst path max stage delay: 390 ps
- Number of antenna violations at the first check in global routing: 0
* Clock latency of the later-clocked register in the worst-skew pair: 230 ps
- Number of inserted filler cells in the final layout: 399
* Cell internal pwr: 539 uW
- Top flop regs: Count x3
- Number of optimization iterations in the first detailed-route pass: 2
- The first global-routing pass estimated 772 um of wire.
- Setup repair after global routing missed its margin: true
- Per the final report, max-transition violations number 0.
- Critical path arrival: 1340 ps
* Share of post-route cells with drive strength above 1: 33.3%
- The stat command in Yosys gives a chip area of 173 um^2.
- Comb pwr share: 54.1%
- Mean Syn Cell Area: 10.2 um^2
* Total standard cell area after synthesis: 173 um^2
- Adder and majority gate portion of the synthesized area: 21.7%
- Post-layout minimum cycle time: 1200 ps
- Library cell contributing the largest single delay on the critical path: sky130_fd_sc_hd__dfrtp_1
* Clk_skew: 1.43 ps
* Clock sink count: 3
- The launch point of the worst register-to-register path is recorded as Count[0]$_DFF_PP0_.
* Delay-heaviest family, CP: flip-flops
* Achievable clock frequency: 833 MHz
- The flow measured a signed area growth from synthesis to layout of 106%.
- Die X: 80 um
- The number of cells on the worst reg-to-reg path is 5.
- Worst supply voltage drop on vdd: 0.461 mV
- Max FFs per register: 3
- Launching element type of the critical path: flop
* Buffers on Ports: 5
- After global routing the overflow that remains totals 0.
- Along the worst path, the maximum fanout reaches 3.
* Final number of hold-violating endpoints: 0
- Final setup slack of the worst path: -0.387 ps
- Across all checked pins, the minimum headroom to the slew limit is 88.8%.
- # Max-Cap Violations: 0
- The floorplan step records an initial core utilization of 5.05%.
- Yosys reports the multiplexer fraction of the synthesized area as 0%.
* Register with the highest flop count: Count
* Switch share: 33.6%
- Final setup violation count: 1
* Crit Path Category: flop to flop
- The routed design ends up with an antenna cell count of 0.
- In this run the number of H-tree levels came out at 1.
* R2R Path End: Count[2]$_DFF_PP0_
* Number of standard cells reported by yosys: 17
- The report lists the power per cell area as 2280 mW/mm^2.
- Die Size: 0.00640 mm^2
* Post-synthesis sequential element count: 3
* Count of unresolved DRC violations after routing: 0
- Looking at the worst setup and hold paths, the clock pins of their registers show a slew of 40 ps.
- For reference, compound AND-OR and OR-AND cells occupy 4.35% of the area reported after synthesis.
- CTS placed an instance of sky130_fd_sc_hd__clkbuf_4 at the clock tree root.
- Post-synth cell types: 9
* Net switching power: 272 uW
* Final period utilization: 100%
* Violation count after the first detailed-routing iteration: 4
- The final reports fail on negative setup slack.
- STA reports the tightest min-delay check as being of type primary input to asynchronous set/reset pin.
* Die extent in y: 80 um
- For this block, the via count after detailed routing is 157.
* Share of the synthesized netlist area taken by xor and xnor gates: 10.1%
* Power share of the clock group: 21.6%
- Clock tree from TritonCTS: yes
* Number of buffers inserted during clock tree synthesis: 3
* Core Rows: 21
[through the flow]
step | instance area, um^2 | TNS, ps | instances | worst slack [ps]
final | 355 | -0.387 | 76 | -0.387
after global routing | 355 | -193 | 76 | -85.9
after CTS | 338 | -15.9 | 76 | -15.9
after detailed placement | 288 | -155 | 69 | -89.5
after global placement | 288 | -45.8 | 69 | -45.8
after floorplan | 173 | 0 | 17 | 47.0
[layout by cell type (no fill, tap or decap)]
| master | n |
|---|---|
| sky130_fd_sc_hd__dlygate4sd2_1 | 3 |
| sky130_fd_sc_hd__nor2b_4 | 1 |
| sky130_fd_sc_hd__nand2_1 | 3 |
| sky130_fd_sc_hd__xnor2_1 | 1 |
| sky130_fd_sc_hd__clkbuf_4 | 3 |
| sky130_fd_sc_hd__ha_2 | 1 |
| sky130_fd_sc_hd__clkdlybuf4s50_1 | 2 |
| sky130_fd_sc_hd__o211ai_1 | 1 |
| sky130_fd_sc_hd__xor2_1 | 1 |
| sky130_fd_sc_hd__ha_4 | 1 |
| sky130_fd_sc_hd__dfrtp_1 | 3 |
| sky130_fd_sc_hd__nand4_1 | 1 |
| sky130_fd_sc_hd__clkbuf_1 | 1 |
| sky130_fd_sc_hd__inv_1 | 3 |
| sky130_fd_sc_hd__ha_1 | 1 |
| sky130_fd_sc_hd__buf_4 | 4 |
[synthesized netlist by cell type]
master | number | area, um^2
sky130_fd_sc_hd__dfrtp_1 | 3 | 75.1
sky130_fd_sc_hd__ha_1 | 3 | 37.5
sky130_fd_sc_hd__inv_1 | 3 | 11.3
sky130_fd_sc_hd__nand2_1 | 3 | 11.3
sky130_fd_sc_hd__nand4_1 | 1 | 6.26
sky130_fd_sc_hd__nor2b_1 | 1 | 6.26
sky130_fd_sc_hd__o211ai_1 | 1 | 7.51
sky130_fd_sc_hd__xnor2_1 | 1 | 8.76
sky130_fd_sc_hd__xor2_1 | 1 | 8.76
[worst register-to-register path, stage by stage (launching register included)]
cell and delay, ps:
sky130_fd_sc_hd__dfrtp_1 390, sky130_fd_sc_hd__ha_2 200, sky130_fd_sc_hd__ha_4 160, sky130_fd_sc_hd__nor2b_4 90
sky130_fd_sc_hd__nand4_1 140, sky130_fd_sc_hd__o211ai_1 130
[power groups by stage]
stage	Clock, uW	Combinational (uW)	Sequential [uW]
final	175	439	197
after global routing	191	517	207
after CTS	189	388	196
[cell families (layout without fill, tap and decap cells)]
family / Yosys count / after routing
AND-OR/OR-AND: 1 / 1
flip-flops: 3 / 3
buffers and inverters: 3 / 16
adder cells (fa/ha/maj): 3 / 3
AND/OR/NAND/NOR: 5 / 5
XOR/XNOR: 2 / 2
[worst max-delay path by stage]
stage | end | from | cells past startpoint | slack (ps)
4_1_cts | Count[2]$_DFF_PP0_ | Count[1]$_DFF_PP0_ | 5 | -20
6_report | Count[2]$_DFF_PP0_ | Count[0]$_DFF_PP0_ | 5 | -0.4
5_1_grt | Count[2]$_DFF_PP0_ | Count[0]$_DFF_PP0_ | 5 | -90
[routing by layer]
layer | routed length [um] | GRT usage (%) | part of all wire, %
met4 | 0 | 0.704 | 0
met3 | 109 | 1.93 | 23
met5 | 0 | 0 | 0
met2 | 182 | 1.93 | 38
met1 | 188 | 1.46 | 39
[cell type report]
type                       instances  area [um^2]  share of cell area, %
multi-input combinational         11          109                   30.6
timing repair buffer               9         76.3                   21.5
sequential                         3         75.1                   21.1
tap                               46         57.6                   16.2
clock buffer                       4         26.3                   7.39
inverter                           3         11.3                   3.17
[what timing repair did]
action                                  4_1_cts  5_1_grt
gates resized                                 5        3
buffers inserted                              3        0
pin swaps                                     3        4
endpoints found under the setup margin        6        3
Power figures rest on the tool's default switching activity, not on a simulated workload.
